==> flow/design.v <==
module uart_top_design (
    input wire clk,
    input wire rst,
    input wire [1:0] address,
    input wire [31:0] write_data,
    input wire we,
    output wire tx,
    input wire rx,
    input wire re,
    output reg [7:0] read_data
);
    localparam BAUD_DATA = 0;
    localparam ENABLE = 1;
    localparam TX_DATA = 2;
    localparam RX_DATA = 3;
    reg [31:0] baud_division;
    reg enable;
    reg [7:0] data_out;
    wire [7:0] data_in;
    always @(*) begin
        if (rst) begin
            baud_division <= 0;
            enable <= 0;
            data_out <= 0;
        end
        else begin
            casex (address)
                BAUD_DATA: begin
                    if (we) begin
                        baud_division = write_data;
                    end
                end
                ENABLE: begin
                    if (we) begin
                        enable = write_data[0];
                    end
                end
                TX_DATA: begin
                    if (we) begin
                        data_out = write_data[7:0];
                    end
                end
                RX_DATA: begin
                    if (re) begin
                        read_data = data_in;
                    end
                end
            endcase
        end
    end
    wire baud_tick;
    uart_baud_rate uut_baud_rate (
        .clk (clk),
        .rst (rst),
        .baud_division (baud_division),
        .en (enable),
        .baud_tick (baud_tick)
    );
    uart_tx uut_tx (
        .clk (clk),
        .rst (rst),
        .baud_tick (baud_tick),
        .ext_data_in (data_out),
        .en (enable),
        .tx (tx)
    );
    uart_rx uut_rx (
        .clk (clk),
        .rst (rst),
        .baud_tick (baud_tick),
        .rx (rx),
        .ext_data_out (data_in)
    );
endmodule
module uart_baud_rate (
    input wire clk,
    input wire rst,
    input wire [31:0] baud_division,
    input wire en,
    output reg baud_tick
);
    reg temp_en;
    reg delayed_en;
    always @(posedge clk) begin
        if (rst) begin
            temp_en <= 0;
            delayed_en <= 0;
        end
        else begin
            if ((en == 0) || (en == 1)) begin
                temp_en <= en;
                delayed_en <= temp_en;
            end
            else begin
                temp_en <= temp_en;
                delayed_en <= delayed_en;
            end
        end
    end
    reg [31:0] baud_count;
    always @(posedge clk) begin
        if (rst) begin
            baud_count <= 0;
            baud_tick <= 0;
        end
        else begin
            if (baud_division != 0) begin
                if ((en == 1) && (delayed_en == 0)) begin
                    baud_count <= 1;
                    baud_tick <= baud_tick;
                end
                else if (baud_count == baud_division) begin
                    baud_count <= 0;
                    baud_tick <= 1;
                end
                else begin
                    baud_count <= baud_count + 1;
                    baud_tick <= 0;
                end
            end
            else begin
                baud_count <= 0;
                baud_tick <= 0;
            end
        end
    end
endmodule
module uart_rx (
    input clk,
    input rst,
    input baud_tick,
    input rx,
    output reg [7:0] ext_data_out
);
    reg [3:0] count_16;
    reg count_16_indication;
    always @(posedge clk) begin
        if (rst) begin
            count_16 <= 0;
            count_16_indication <= 0;
        end
        else begin
            if (baud_tick == 1) begin
                if (current_state == START) begin
                    if (count_16 == 7) begin
                        count_16 <= 0;
                        count_16_indication <= 1;
                    end
                    else begin
                        count_16 <= count_16 + 1;
                        count_16_indication <= 0;
                    end
                end
                else if ((current_state == DATA) || (current_state == STOP)) begin
                    if (count_16 == 15) begin
                        count_16 <= 0;
                        count_16_indication <= 1;
                    end
                    else begin
                        count_16 <= count_16 + 1;
                        count_16_indication <= 0;
                    end
                end
                else begin
                    count_16 <= 0;
                    count_16_indication <= 0;
                end
            end
            else begin
                count_16 <= count_16;
                count_16_indication <= 0;
            end
        end
    end
    reg [2:0] count_8;
    reg count_8_indication;
    reg [7:0] data_save;
    always @(posedge clk) begin
        if (rst) begin
            count_8 <= 0;
            count_8_indication <= 0;
            data_save <= 0;
        end
        else begin
            if (current_state == DATA) begin
                if ((baud_tick == 1) && (count_16 == 15)) begin
                    if (count_8 == 7) begin
                        count_8 <= 0;
                        count_8_indication <= 1;
                        data_save <= {data_save[6:0],rx};
                    end
                    else begin
                        count_8 <= count_8 + 1;
                        count_8_indication <= 0;
                        data_save <= {data_save[6:0],rx};
                    end
                end
                else begin
                    count_8 <= count_8;
                    count_8_indication <= 0;
                    data_save <= data_save;
                end
            end
            else begin
                count_8 <= 0;
                count_8_indication <= 0;
                data_save <= data_save;
            end
        end
    end
    always @(posedge clk) begin
        if (rst) begin
            ext_data_out <= 0;
        end
        else begin
            ext_data_out <= data_save;
        end
    end
    localparam IDLE = 0;
    localparam START = 1;
    localparam DATA = 2;
    localparam STOP = 3;
    reg [1:0] current_state, next_state;
    always @(posedge clk) begin
        if (rst) begin
            current_state <= 0;
        end
        else begin
            current_state <= next_state;
        end
    end
    always @(*) begin
        if (rst) begin
            next_state = 0;
        end
        else begin
            case (current_state)
                IDLE: begin
                    if (rx == 0) begin
                        next_state = START;
                    end
                end
                START: begin
                    if ((count_16_indication == 1) && (rx == 0)) begin
                        next_state = DATA;
                    end
                end
                DATA: begin
                    if (count_8_indication == 1) begin
                        next_state = STOP;
                    end
                end
                STOP: begin
                    if ((count_16_indication == 1) && (rx == 1)) begin
                        next_state = IDLE;
                    end
                end
                default: next_state = IDLE;
            endcase
        end
    end
endmodule
module uart_tx (
    input wire clk,
    input wire rst,
    input wire baud_tick,
    input wire [7:0] ext_data_in,
    input wire en,
    output reg tx
);
    reg [3:0] count_16;
    reg count_16_indication;
    always @(posedge clk) begin
        if (rst) begin
            count_16 <= 0;
            count_16_indication <= 0;
        end
        else begin
            if (baud_tick == 1) begin
                if (current_state != IDLE) begin
                    if (count_16 == 15) begin
                        count_16 <= 0;
                        count_16_indication <= 1;
                    end
                    else begin
                        count_16 <= count_16 + 1;
                        count_16_indication <= 0;
                    end
                end
                else begin
                    count_16 <= 0;
                    count_16_indication <= 0;
                end
            end
            else begin
                count_16 <= count_16;
                count_16_indication <= 0;
            end
        end
    end
    reg [2:0] count_8;
    reg count_8_indication;
    reg [7:0] data_save;
    always @(posedge clk) begin
        if (rst) begin
            count_8 <= 0;
            count_8_indication <= 0;
            data_save <= 0;
        end
        else begin
            if (current_state == DATA) begin
                if ((baud_tick == 1) && (count_16 == 15)) begin
                    if (count_8 == 7) begin
                        count_8 <= 0;
                        count_8_indication <= 1;
                        data_save <= data_save;
                    end
                    else begin
                        count_8 <= count_8 + 1;
                        count_8_indication <= 0;
                        data_save <= {data_save[6:0],1'b0};
                    end
                end
                else begin
                    count_8 <= count_8;
                    count_8_indication <= 0;
                    data_save <= data_save;
                end
            end
            else begin
                count_8 <= 0;
                count_8_indication <= 0;
                data_save <= ext_data_in;
            end
        end
    end
    localparam IDLE = 0;
    localparam START = 1;
    localparam DATA = 2;
    localparam STOP = 3;
    reg [1:0] current_state, next_state;
    always @(posedge clk) begin
        if (rst) begin
            current_state <= 0;
        end
        else begin
            current_state <= next_state;
        end
    end
    always @(*) begin
        if (rst) begin
            next_state = 0;
        end
        else begin
            case (current_state)
                IDLE: begin
                    tx = 1;
                    if (en == 1) begin
                        next_state = START;
                    end
                end
                START: begin
                    tx = 0;
                    if (count_16_indication == 1) begin
                        next_state = DATA;
                    end
                end
                DATA: begin
                    tx = data_save[7];
                    if (count_8_indication == 1) begin
                        next_state = STOP;
                    end
                end
                STOP: begin
                    tx = 1;
                    if (count_16_indication == 1) begin
                        next_state = IDLE;
                    end
                end
                default: next_state = IDLE;
            endcase
        end
    end
endmodule
==> flow/run.sh <==
#!/bin/bash
# OpenROAD 26Q1-2900-gdf79404cd8, Yosys 0.63+post, stock flow scripts
make -C /OpenROAD-flow-scripts/flow DESIGN_CONFIG=/design/flow/config.mk WORK_HOME=/design/flow/orfs finish
==> flow/config.mk <==
export PLATFORM = sky130hd
export DESIGN_NAME = uart_top_design
export DESIGN_NICKNAME = uart_top_design
export VERILOG_FILES = /design/flow/design.v
export SDC_FILE = /design/flow/constraint.sdc
export NUM_CORES = 4
export LEC_CHECK = 1
export CORE_UTILIZATION = 40
==> flow/constraint.sdc <==
current_design uart_top_design

set clk_period 4.8
set clk_io_pct 0.2

create_clock -name clk0 -period $clk_period [get_ports {clk}]

set non_clock_inputs [all_inputs -no_clocks]
set_input_delay [expr $clk_period * $clk_io_pct] -clock clk0 $non_clock_inputs
set_output_delay [expr $clk_period * $clk_io_pct] -clock clk0 [all_outputs]
==> flow_summary_export.csv <==
group,metric,value,unit
place,portBuffers,47,
routing,wl,9650,um
floorplan,floorplan.core_util,41.6,%
power,pwr-share-comb,6.5,%
clock_network,cts.path.max_buffers,2,
cells_and_area,layoutNonFillerInstCount,769,
power,p_int,0.00117,W
clock_network,cts_buffers,9,
timing,untimed_endpoints,63,
synth,yosysCellCount,556,
power,p_seq_share,47.5,%
synth,synth_area_per_cell,9.13,um^2
global_route,grt_pass1_wl,16400,um
routing,initialDrtViolationCount,248,
routing,drc_errors,0,
worst_setup_path,startpoint_type,"register",
routing,viasPerCell,4.80,
timing,fin_tns_setup,0,ns
global_route,grt_start_max_net_pins,87,
clock_network,clock.latency.late_pin,0.33,ns
timing,fin_crit,2.19,ns
worst_setup_path,crit_type,"reg -> reg",
timing,setup-violations-final,0,
floorplan,core_area,12200,um^2
power,p_switching,0.000338,W
synth,edf_count,0,
cells_and_area,area_growth,18.0,%
worst_setup_path,critPathMaxFanout,15,
clock_network,clkTransAtPathRegs,0.06,ns
worst_setup_path,cp.required,5.04,ns
routing,antenna_cells,0,
cells_and_area,final_core_util,49.1,%
job,log.warning_count,35,
timing,fin_crit_sh,45.5,%
synth,yosys.area.top_type_share,31.9,%
synth,flop_cell,"dfxtp_1",
place,dp_hpwl,7130,um
global_route,track_usage,16.1,%
timing,hold_viol,0,
synth,synth_top_cell_by_count,"dfxtp_1",
timing,tightest_slew,0.818,ns
floorplan,dieHeight,115,um
timing,final.setup_skew,0.00796,ns
floorplan,chipWidth,115,um
synth,ys_area,5080,um^2
synth,ys_warn_count,4,
timing,unclocked_pins,54,
power,switching_share,22.4,%
worst_setup_path,crit_arrival,2.42,ns
floorplan,die-area,13100,um^2
synth,top_cells_by_area,"dfxtp_1 32%, dlxtn_1 16%, xor2_1 9.1%, nor2b_1 5.9%, nor2_1 5.3%",
timing,slew_headroom,45.4,%
timing,grt_setup_unrepaired,"no",
cells_and_area,final_area,5990,um^2
synth,syn-cell-area,5080,um^2
global_route,antenna_found_initial,0,
timing,slew_viol_final,0,
timing,fmax,458,MHz
power,p_leak,2.51,nW
cells_and_area,comb_area,2490,um^2
cells_and_area,register_area,2430,um^2
synth,ys_types,45,
synth,numSynthFlops,135,
place,place_area,5690,um^2
power,finalPower,0.00151,W
cells_and_area,fillers,1148,
synth,common_cells,"81 x dfxtp_1, 72 x nor2_1, 54 x dlxtn_1",
clock_network,cts_hold_buf,0,
power,power_frac_clock,46.0,%
floorplan,num_rows,40,
synth,yosysTopAreaCell,"dfxtp_1",
min_path,min_path_type,"reg -> reg",
status,status,"finished clean",
place,place_congestion,0.843,
clock_network,htreeDepth,3,
synth,synthArstFlopShare,0,%
global_route,grt_pass1_vias,3312,
clock_network,cts_tree,"built",
routing,postRouteAntennaNets,0,
routing,wl_per_cell,12.6,um
clock_network,cts.root.buffer_cell,"clkbuf_16",
job,drv_cap,0,
clock_network,postCtsSetupRepairBufs,0,
routing,routed-via-count,3689,
clock_network,post_cts_resized,0,
synth,synthCells,556,
global_route,overflow,0,
routing,dr.pass1.iters,4,
place,dp.cells,753,
floorplan,io-pin-count,48,
worst_setup_path,crit_path_end_kind,"register",
cells_and_area,drive_gt1_share,4.83,%
power,peakVddDrop,0.142,mV
power,p_per_area,252,nW/um^2
[power groups by stage]
stage,Combinational (W),Clock [W],Sequential (W)
5_1_grt,0.000111,0.000745,0.000718
4_1_cts,0.0000997,0.000709,0.000717
6_report,0.0000979,0.000694,0.000718
[registers in the layout (all words and copies together), names as in the netlist, 2 cells and up]
register and count:
uut_tx.current_state 2, uut_baud_rate.baud_count 32, data_out 8, uut_rx.count_16 4, uut_rx.count_8 3, uut_rx.next_state 2, uut_rx.ext_data_out 8, uut_tx.next_state 2
uut_tx.count_16 4, uut_rx.current_state 2, baud_division 32, uut_rx.data_save 8, uut_tx.count_8 3, uut_tx.data_save 8, read_data 8
[cells in the final DEF (no fill, tap or decap), types with 10 or more instances in the layout]
| master | count |
|---|---|
| nand4_1 | 15 |
| dlxtn_1 | 54 |
| o21ai_0 | 16 |
| nand3_1 | 10 |
| dfxtp_1 | 81 |
| nor2b_1 | 48 |
| inv_1 | 17 |
| nor4_1 | 16 |
| nor2_1 | 72 |
| nand2_1 | 29 |
| xor2_1 | 53 |
| ha_1 | 20 |
| clkdlybuf4s50_1 | 46 |
| nor3_1 | 12 |
| a21oi_1 | 21 |
| mux2i_1 | 10 |
[worst max-delay path, cell delays in order, from the launching register on]
cell	delay (ns)
dfxtp_1	0.56
nand4_1	0.58
nor2_1	0.59
nand2_1	0.10
a311oi_1	0.27
[path summary, 6_finish.rpt]
path	startpoint	end	slack, ns	cells after the start
worst min-delay path	uut_baud_rate.temp_en	uut_baud_rate.delayed_en	0.44	1
worst max-delay path	uut_baud_rate.baud_tick	uut_tx.data_save[1]	2.61	4
worst max register to register	uut_baud_rate.baud_tick	uut_tx.data_save[1]	2.61	4
worst min register to register	uut_baud_rate.temp_en	uut_baud_rate.delayed_en	0.44	1
[metrics by stage]
stage	hold slack [ns]	setup slack, ns
floorplan	0.414	3.10
global placement	0.420	2.65
detailed placement	0.436	2.62
CTS	0.440	2.65
global route	0.449	2.36
finish	0.437	2.61
[per-layer routing]
layer	vias to the layer above	track usage, %	wire, um
met1	1665	27.5	5080
met2	64	22.7	4060
met3	7	2.21	413
met4	0	1.82	105
li1	1953	-	-
met5	-	0	0
[cell type report]
cell class,instances,area share [%]
tap,168,3.51
clock inverter,6,1.23
clock buffer,10,3.82
multi-input combinational,383,41.6
inverter,17,1.07
sequential,135,40.6
timing repair buffer,50,8.15
[kinds of logic after synthesis]
kind of cell	share of synthesized area, %
mux	1.97
xor+xnor	10.2
buf+inv	3.03
fa+ha+maj	4.93
flops	31.9
compound gates	6.53
simple gates	25.4
latches	16.0
No activity file was given, so power comes from the tool's default toggle rates.
